==> /design/flow/design.v <==
module EightToOneMux(
	input [7:0]input_lines,
	input [2:0]selector_bits,
	output logic output_line);
	logic muxZeroOut;
	logic muxOneOut;
	FourToOneMux mux0(
		.input_lines(input_lines[3:0]),
		.selector_bits(selector_bits[1:0]),
		.output_line(muxZeroOut));
	FourToOneMux mux1(
		.input_lines(input_lines[7:4]),
		.selector_bits(selector_bits[1:0]),
		.output_line(muxOneOut));
	always_comb begin
	   output_line =  
			  (muxOneOut & selector_bits[2])
	                  |
			  (muxZeroOut & (~selector_bits[2]));
	end
endmodule
module FourToOneMux(
		    input [3:0]  input_lines,
		    input [1:0]  selector_bits,
		    output logic output_line);
   always_comb begin
      case (selector_bits)
	2'b00: output_line = input_lines[0];
	2'b01: output_line = input_lines[1];
	2'b10: output_line = input_lines[2];
	2'b11: output_line = input_lines[3];  
      endcase
   end
endmodule
typedef logic [31:0] ThirtyTwoInput;
module ThirtyTwoByThirtyTwoMux(input ThirtyTwoInput [31:0] data_i, 
	input [4:0] selector_bits,
	output logic[31:0] data_o);
	generate
	   for(genvar iter=0;iter<32;iter++)begin
	      ThirtyTwoToOneMux muxArray(
					 .input_lines(
	{data_i[31][iter], data_i[30][iter], data_i[29][iter], data_i[28][iter],
	 data_i[27][iter], data_i[26][iter], data_i[25][iter], data_i[24][iter],
	 data_i[23][iter], data_i[22][iter], data_i[21][iter], data_i[20][iter],
	 data_i[19][iter], data_i[18][iter], data_i[17][iter], data_i[16][iter],
	 data_i[15][iter], data_i[14][iter], data_i[13][iter], data_i[12][iter],
	 data_i[11][iter], data_i[10][iter], data_i[ 9][iter], data_i[ 8][iter],
	 data_i[ 7][iter], data_i[ 6][iter], data_i[ 5][iter], data_i[ 4][iter],
	 data_i[ 3][iter], data_i[ 2][iter], data_i[ 1][iter], data_i[ 0][iter]
	                                               }),
					 .selector_bits(selector_bits),
					 .output_line(data_o[iter]));
	   end
	endgenerate
endmodule	 
module ThirtyTwoToOneMux(
	input [31:0] input_lines,
	input [4:0]  selector_bits,
	output logic output_line);
	logic muxZeroOut;
	logic muxOneOut;	
	logic muxTwoOut;
	logic muxThreeOut;
	logic[3:0] muxOutputs;
	EightToOneMux mux0(
		.input_lines(input_lines[7:0]),
		.selector_bits(selector_bits[2:0]),
		.output_line(muxZeroOut));
	EightToOneMux mux1(
		.input_lines(input_lines[15:8]),
		.selector_bits(selector_bits[2:0]),
		.output_line(muxOneOut));
	EightToOneMux mux2(
		.input_lines(input_lines[23:16]),
		.selector_bits(selector_bits[2:0]),
		.output_line(muxTwoOut));
	EightToOneMux mux3(
		.input_lines(input_lines[31:24]),
		.selector_bits(selector_bits[2:0]),
		.output_line(muxThreeOut));
	always_comb begin
		muxOutputs[0] = muxZeroOut;
		muxOutputs[1] = muxOneOut;
		muxOutputs[2] = muxTwoOut;
		muxOutputs[3] = muxThreeOut;
	end
	FourToOneMux mux4(
		.input_lines(muxOutputs),
		.selector_bits(selector_bits[4:3]),
		.output_line(output_line));
endmodule  
module cam #(parameter WIDTH = 32,parameter ADDR_WIDTH = 5)
  (
   input 			clk_i, 
   input 			rst_i,
   input 			read_enable_i, 
   input [ADDR_WIDTH - 1 : 0 ] 	read_index_i,
   input 			write_enable_i,
   input [ADDR_WIDTH - 1 : 0 ] 	write_index_i,
   input [WIDTH - 1 : 0 ] 	write_data_i,
   input 			search_enable_i, 
   input [WIDTH - 1 : 0 ] 	search_data_i,
   output logic			read_valid_o,
   output [WIDTH - 1 : 0] 	read_value_o,
   output 			search_valid_o,
   output [ADDR_WIDTH - 1 : 0 ] search_index_o
   );  
   wire [ADDR_WIDTH - 1 : 0 ] 	read_index;
   wire [WIDTH - 1 : 0] 	dec_write_enable;
   typedef logic [31:0] 	ThirtyTwoInput;
   ThirtyTwoInput [WIDTH - 1 : 0] row_out_into_mux;
   wire [ADDR_WIDTH - 1 : 0 ] 	selector_bits;
   wire [WIDTH - 1 : 0] 	input_line;
   logic [WIDTH - 1 : 0] 	match;   
   logic [WIDTH - 1 : 0] 	readlogic;
   cam_decoder decoder(.*,.write_enable_o(dec_write_enable));
   generate 
      for (genvar j = 0; j < WIDTH; j++) begin
         row		 membit(.clk(clk_i),
				.reset(rst_i),
				.data_i(write_data_i), 
				.write_enable_i(dec_write_enable[j]),
				.search_enable_i,
				.search_data_i, 
				.data_o(row_out_into_mux[j]), 
				.match_o(match[j]),
				.read_valid_o(readlogic[j])
				);
      end                
   endgenerate
   always_comb begin
      read_valid_o = readlogic[read_index_i];
   end
   ThirtyTwoByThirtyTwoMux mux(.data_i(row_out_into_mux),.selector_bits(read_index_i),.data_o(read_value_o) );
   priority_encoder priority_en(.data_i(match),.data_o(search_index_o),.valid_o(search_valid_o));
endmodule  
module cam_decoder #(parameter WIDTH = 32,
		     parameter ADDR_WIDTH = 5,
	             parameter DEPTH = (1<<ADDR_WIDTH)
		    )
   (
    input 			write_enable_i,
    input [ADDR_WIDTH - 1 : 0] 	write_index_i,
    output logic [DEPTH - 1 :0 ] write_enable_o
    );
   logic [DEPTH -1 : 0] 	en_addr_write; 
   always_comb begin      
	for(int iter = 0; iter < DEPTH; iter++) begin
		en_addr_write[iter] = (iter == write_index_i);
		write_enable_o[iter] = en_addr_write[iter] & write_enable_i;
	end  
   end  
endmodule  
module flipflop
(
    input 	 clk,
    input 	 reset, 
    input 	 data_i,
    input 	 write_enable_i,
    input 	 search_enable_i,
    input 	 search_i,
    output reg 	 data_o,
    output logic match_o
);
   always_ff @(posedge clk) begin
      if (reset) data_o <= '0;
      else if (write_enable_i) data_o <= data_i;
   end
   always_comb begin
      match_o = search_enable_i & (search_i == data_o);
   end
endmodule
module priority_encoder(input[31:0] data_i,output logic[4:0] data_o, output logic valid_o);
	always_comb begin
		casex(data_i)
		  32'bxxxxxxxxxxxxxxxxxxxxxxxxxxxxxxx1: data_o= 5'b00000;
		  32'bxxxxxxxxxxxxxxxxxxxxxxxxxxxxxx10: data_o= 5'b00001; 
		  32'bxxxxxxxxxxxxxxxxxxxxxxxxxxxxx100: data_o= 5'b00010; 
		  32'bxxxxxxxxxxxxxxxxxxxxxxxxxxxx1000: data_o= 5'b00011; 
		  32'bxxxxxxxxxxxxxxxxxxxxxxxxxxx10000: data_o= 5'b00100; 
		  32'bxxxxxxxxxxxxxxxxxxxxxxxxxx100000: data_o= 5'b00101; 
		  32'bxxxxxxxxxxxxxxxxxxxxxxxxx1000000: data_o= 5'b00110; 
		  32'bxxxxxxxxxxxxxxxxxxxxxxxx10000000: data_o= 5'b00111; 
		  32'bxxxxxxxxxxxxxxxxxxxxxxx100000000: data_o= 5'b01000; 
		  32'bxxxxxxxxxxxxxxxxxxxxxx1000000000: data_o= 5'b01001; 
		  32'bxxxxxxxxxxxxxxxxxxxxx10000000000: data_o= 5'b01010; 
		  32'bxxxxxxxxxxxxxxxxxxxx100000000000: data_o= 5'b01011; 
		  32'bxxxxxxxxxxxxxxxxxxx1000000000000: data_o= 5'b01100; 
		  32'bxxxxxxxxxxxxxxxxxx10000000000000: data_o= 5'b01101; 
		  32'bxxxxxxxxxxxxxxxxx100000000000000: data_o= 5'b01110; 
		  32'bxxxxxxxxxxxxxxxx1000000000000000: data_o= 5'b01111; 
		  32'bxxxxxxxxxxxxxxx10000000000000000: data_o= 5'b10000; 
		  32'bxxxxxxxxxxxxxx100000000000000000: data_o= 5'b10001; 
		  32'bxxxxxxxxxxxxx1000000000000000000: data_o= 5'b10010; 
		  32'bxxxxxxxxxxxx10000000000000000000: data_o= 5'b10011; 
		  32'bxxxxxxxxxxx100000000000000000000: data_o= 5'b10100; 
		  32'bxxxxxxxxxx1000000000000000000000: data_o= 5'b10101; 
		  32'bxxxxxxxxx10000000000000000000000: data_o= 5'b10110; 
		  32'bxxxxxxxx100000000000000000000000: data_o= 5'b10111; 
		  32'bxxxxxxx1000000000000000000000000: data_o= 5'b11000; 
		  32'bxxxxxx10000000000000000000000000: data_o= 5'b11001; 
		  32'bxxxxx100000000000000000000000000: data_o= 5'b11010; 
		  32'bxxxx1000000000000000000000000000: data_o= 5'b11011; 
		  32'bxxx10000000000000000000000000000: data_o= 5'b11100; 
		  32'bxx100000000000000000000000000000: data_o= 5'b11101; 
		  32'bx1000000000000000000000000000000: data_o= 5'b11110; 
		  default: data_o= 5'b11111; 
		endcase  
	   if(data_i == '0) valid_o = '0;
	   else valid_o = '1;
	end  
endmodule
module row #(parameter WIDTH=32)
(
 input 			clk,
 input 			reset, 
 input [WIDTH-1:0] 	data_i,
 input 			write_enable_i,
 input 			search_enable_i,
 input [WIDTH-1:0] 	search_data_i,
 output reg [WIDTH-1:0] data_o,
 output 		match_o,
 output reg 		read_valid_o 		
);
   logic [WIDTH-1:0]      match;
   always_ff @(posedge clk) begin
      if (reset) read_valid_o <= '0;
      else if (write_enable_i) read_valid_o <= '1;
   end
   generate 
      for (genvar j = 0; j < WIDTH; j++) begin
         flipflop membit(.clk,
			 .reset,
                         .data_i(data_i[j]),
                         .write_enable_i,
                         .search_enable_i,
                         .search_i(search_data_i[j]),
                         .data_o(data_o[j]),
                         .match_o(match[j])
                        );
      end                
   endgenerate
   logic combined;
   always_comb begin
      combined = &match;
   end
   assign match_o = combined;
endmodule
==> /design/flow/run.sh <==
#!/bin/bash
# OpenROAD 26Q1-2900-gdf79404cd8, Yosys 0.63+post, stock flow scripts
make -C /OpenROAD-flow-scripts/flow DESIGN_CONFIG=/design/flow/config.mk WORK_HOME=/design/flow/orfs finish
==> /design/flow/config.mk <==
export PLATFORM = sky130hd
export DESIGN_NAME = cam
export DESIGN_NICKNAME = cam
export VERILOG_FILES = /design/flow/design.v
export SDC_FILE = /design/flow/constraint.sdc
export NUM_CORES = 4
export LEC_CHECK = 1
export CORE_UTILIZATION = 50
==> /design/flow/constraint.sdc <==
current_design cam

set clk_period 21.7
set clk_io_pct 0.2

create_clock -name clk0 -period $clk_period [get_ports {clk_i}]

set non_clock_inputs [all_inputs -no_clocks]
set_input_delay [expr $clk_period * $clk_io_pct] -clock clk0 $non_clock_inputs
set_output_delay [expr $clk_period * $clk_io_pct] -clock clk0 [all_outputs]
==> impl_metrics.json <==
{
  "post_dp_cell_area_um2": 59300,
  "crit_required_ps": 17360,
  "drcViolationCount": 0,
  "gp_congestion": 1.09,
  "tns_ps": 0,
  "clock-root-buffer": "clkbuf_16",
  "io_buffer_count": 116,
  "dp_hpwl_um": 183000,
  "hold_buffers": 0,
  "crit_type": "in -> out",
  "antenna_found_initial": 15,
  "grt_max_degree": 147,
  "reg2reg_from": "genblk1[20].membit.genblk1[17].membit.data_o",
  "drt_wl_total_um": 280000,
  "netlist-cell-type-count": 63,
  "clock_path_buffers": 3,
  "yosysWarnings": 8,
  "cts_inserted_buffers": 119,
  "htree_levels": 3,
  "tightest_slew_ps": 1230,
  "yosys_cells": 7347,
  "rsz0062_at_grt": "no",
  "edf_count": 0,
  "drive_gt1_share_pct": 11.4,
  "ant_nets": 0,
  "leakage_nw": 20.6,
  "design_area_um2": 63500,
  "die_area_um2": 117000,
  "cts_setup_buffers": 0,
  "via_count": 55700,
  "cp.arrival_ps": 10120,
  "drv_slew": 0,
  "p_per_area_nw_per_um2": 73.8,
  "gr-total-overflow": 0,
  "max_freq_mhz": 69.2,
  "die_x_um": 342,
  "grt_use_total_pct": 49.2,
  "rrSetupSlack_ps": 20900,
  "hold_start": "genblk1[30].membit.read_valid_o",
  "syn_to_final_growth_pct": 9.80,
  "setup_viol": 0,
  "layout_worst_path_cycle_share_pct": 66.6,
  "netlist_area_um2": 57800,
  "cts.sinks": 1056,
  "ys_seq_share_pct": 36.6,
  "top_cell": "nand2_1",
  "grt_first_pass_wirelength_um": 390000,
  "grt_pass1_vias": 51700,
  "cp_max_fo": 58,
  "irDropWorstVdd_v": 0.0000706,
  "wl_per_cell_um": 32.2,
  "max_slew_margin_pct": 18.2,
  "fin_crit_ps": 14460,
  "cts_tree": "built",
  "final.setup_skew_ps": 0,
  "synth.avg_cell_area_um2": 7.87,
  "firstDrtPassIters": 26,
  "tool_warnings": 36,
  "path_clk_slew_ps": 60,
  "die_h_um": 342,
  "numSynthFlops": 1056,
  "startpoint": "read_index_i[1]",
  "largest_area_cell": "dfxtp_1",
  "synth_cells": 7347,
  "drt_iter0_drc": 6607,
  "hp-class": "reg -> reg",
  "ys_chip_area_um2": 57800,
  "cts_resized": 0,
  "crit_path_start_kind": "input pin",
  "core_um2": 115000,
  "clock.latency.late_pin_ps": 740,
  "ff_type": "dfxtp_1",
  "ios": 118,
  "top_area_share_pct": 36.6,
  "initial_core_util_pct": 50.5,
  "viasPerCell": 6.40,
  "synthTopCellsByArea": "dfxtp_1 (37%), nand2_1 (14%), xnor2_1 (11%)",
  "outcome": "complete, no violations",
  "synthArstFlopShare_pct": 0,
  "cp-end-kind": "primary output",
  "rows": 124,
  "common_cells": "nand2_1 (2108), a21oi_1 (1104), dfxtp_1 (1056)",
  "cap_violations": 0,
  "hold_violations": 0
}
## kinds of logic (layout without fill, tap and decap cells)
family / count (synthesis) / after routing / share of synthesized area [%]
simple gates: 2675 / 2675 / 19.1
compound gates: 1513 / 1513 / 14.8
flops: 1056 / 1056 / 36.6
xor+xnor: 1011 / 1011 / 15.3
buf+inv: 747 / 588 / 5.53
mux: 345 / 345 / 8.67
other cells: 0 / 3 / 0
## metrics by stage
step | hold WS, ps | utilization [%] | cells | power (mW) | setup slack [ps]
floorplan | 435 | - | 7347 | 2.31 | 10790
global placement | 445 | 51.8 | 8480 | 2.54 | 7580
detailed placement | 457 | 51.8 | 8480 | 2.54 | 7620
CTS | 471 | 55.4 | 8700 | 4.65 | 7600
global route | 492 | 55.4 | 8700 | 4.76 | 7230
finish | 467 | 55.4 | 8703 | 4.68 | 7240
## power by group
part	internal, mW	leakage [nW]	switching, mW
clock network	1.27	2.04	0.884
registers	1.95	8.51	0.0139
logic	0.150	10.0	0.412
total	3.37	20.6	1.31
## layout make-up
class,instances,area (um2)
Fill cell,10500,51000
Multi-Input combinational cell,5544,33600
Sequential cell,1056,21100
Clock buffer,185,3670
Timing Repair Buffer,348,2630
Tap cell,1512,1890
Clock inverter,35,452
Inverter,20,77.6
Antenna cell,3,7.51
## final timing paths
| kind | endpoint | cells past startpoint |
|---|---|---|
| min reg2reg | genblk1[30].membit.read_valid_o | 2 |
| min | genblk1[30].membit.read_valid_o | 2 |
| max reg2reg | genblk1[20].membit.genblk1[17].membit.data_o | 2 |
| max | read_value_o[6] | 13 |
## metal layers
layer / up-vias / part of all wire [%] / GRT usage (%)
met2: 3778 / 40 / 64.2
met1: 26600 / 36 / 63.8
li1: 24300 / - / -
met4: 22 / 9.0 / 34.0
met5: - / 0.082 / 0.654
met3: 983 / 15 / 24.9
## critical path, stage by stage
cell,delay [ps]
buf_8,370
clkinv_1,140
buf_4,290
nor2_4,130
buf_4,400
buf_4,610
buf_4,670
buf_4,600
a221oi_1,180
o21ai_0,640
a21oi_1,150
o32ai_1,780
clkdlybuf4s50_1,600
## flip-flops by register name (all words and copies together) (netlist names)
register	cells
genblk1.membit.genblk1.membit.data_o	1024
genblk1.membit.read_valid_o	32
## placed cells by master (no fill, tap or decap), types with 11 or more instances in the layout
cell	count
mux2i_1	70
a22oi_1	66
buf_4	230
nand4_1	176
buf_2	65
mux4_2	108
nor4_1	94
clkbuf_8	38
a21o_1	17
clkdlybuf4s50_1	45
xor2_1	260
nand3_1	55
nor3_2	12
inv_1	17
a211oi_1	62
clkbuf_16	122
nor2_2	19
o32ai_1	11
dfxtp_1	1056
a21oi_1	1104
nor3_1	30
mux2_2	167
xnor2_1	751
nor2_1	117
o211ai_1	16
o21ai_0	79
nand2_1	2108
and3_1	20
clkbuf_1	25
clkinv_2	19
a221oi_1	114
Power figures rest on the tool's default switching activity, not on a simulated workload.
